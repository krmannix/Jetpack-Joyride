`design/flow/design.v`:
```
module DivClockFinal(i_clk, o_clk);
	parameter NCOUNT = 100;
	parameter NBIT = 9;
	input i_clk;
	output reg o_clk;
	reg [NBIT-1:0] count;
	always @ (posedge i_clk) begin
		if (count < NCOUNT) begin
			o_clk <= 1;
			count <= count + 1'b1;
		end else if (count >= NCOUNT && count < 2*NCOUNT) begin
			o_clk <= 0;
			count <= count + 1'b1;
		 end else
			count <= 0;
	end
endmodule
```
`design/flow/run.sh`:
```
#!/bin/bash
# OpenROAD 26Q1-2900-gdf79404cd8, Yosys 0.63+post, stock flow scripts
make -C /OpenROAD-flow-scripts/flow DESIGN_CONFIG=/design/flow/config.mk WORK_HOME=/design/flow/orfs finish
```
`design/flow/config.mk`:
```
export PLATFORM = sky130hd
export DESIGN_NAME = DivClockFinal
export DESIGN_NICKNAME = DivClockFinal
export VERILOG_FILES = /design/flow/design.v
export SDC_FILE = /design/flow/constraint.sdc
export NUM_CORES = 4
export LEC_CHECK = 1
export CORE_AREA = 10 10 70 70
export DIE_AREA = 0 0 80 80
```
`design/flow/constraint.sdc`:
```
current_design DivClockFinal

set clk_period 1.9
set clk_io_pct 0.2

create_clock -name clk0 -period $clk_period [get_ports {i_clk}]

set non_clock_inputs [all_inputs -no_clocks]
set_input_delay [expr $clk_period * $clk_io_pct] -clock clk0 $non_clock_inputs
set_output_delay [expr $clk_period * $clk_io_pct] -clock clk0 [all_outputs]
```
==> flow_summary.ini <==
; synthesis and place-and-route metrics
[global_routing]
grt_antenna_before_repair = 0
grt_max_degree = 8
track_usage_pct = 2.05
grt_pass1_vias = 239
grt_pass1_wl_mm = 1.05
overflow = 0

[setup_path]
crit_arrival_ns = 1.06
cp_slowest_cell = clkdlybuf4s50_1
reg2reg_slack_ns = 0.52
crit_family = buffers and inverters
critPathCaptureType = primary output
path_cells = clkdlybuf4s50_1
critical_path_required_ns = 1.52
rr_worst_depth = 3
r2r-start = count[5]$_DFF_P_
critical_path.max_stage_delay_ns = 0.46
critical_path_class = register to primary output
worst-path-max-fanout = 2
cp_num_buf_inv = 1
cp-start-kind = register
r2r-end = o_clk$_SDFFE_PP1P_

[final_layout]
drive_above_1_share_pct = 6.52
n_fill_cell = 393
area_delta_synth_final_pct = 19.6
layout_top_cell = dfxtp_1
mostFrequentLayoutCells = 10 x dfxtp_1, 6 x nor2_1, 3 x nand2_1, 3 x clkbuf_4

[die]
die_h_um = 80
row_count = 21
die_x_um = 80
die_area_um2 = 6400
fp-utilization_pct = 11.8
core_area_um2 = 3420
ioPinCount = 2

[routing]
drc = 0
antennaDiodeCount = 0
vias = 276
antenna_left = 0
drtPass1Iterations = 3
drtIter0Drc = 4
wl_um = 612
via_per_inst = 3.00
avgRoutedWirePerCell_um = 6.65

[timing]
fin_tns_setup_ns = 0
hold_viol = 0
period_minus_slack_ns = 1.44
clock.fmax_ghz = 0.695
slew_viol_final = 0
rsz0062_at_grt = false
skew_ns = 0.00843
setup_viol_count_final = 0
final.period_utilization_pct = 75.7

[logic_synthesis]
syn_avg_cell_area_um2 = 9.37
syn_inst = 43
synth.distinct_cells = 20
yosysSeqAreaShare_pct = 49.7
syn-cell-area_um2 = 403
ys_ff = 10
ys_cells = 43
ys_warn_count = 1
yosys_area_um2 = 403

[clocking]
insertion_delay_ns = 0.26
cts_hold_buffers = 0
post_cts_buffers = 0
clock-sinks = 10
cts_buffers = 3
cts_max_level = 1
cts_tree = built
clock_path_buffers = 2
clk_pin_slew_ns = 0.06
post_cts_resized = 0
cts_root_buf = clkbuf_4

[flow_run]
warning_count = 27
maxCapViolCount = 0

[power_and_ir_drop]
power_density_nw_per_um2 = 791
vdd_drop_max_mv = 0.359
power.total_uw = 381
power.leakage_nw = 0.175

[hold_path]
worstHoldPathCells = 1
hp-start = count[0]$_DFF_P_
hold_class = register to register
hold_end = count[0]$_DFF_P_

[placement]
place_congestion = 0.745
post-dp-hpwl_um = 449
portBuffers = 1

[status]
status = finished clean
==> worst max path at each step <==
stage             startpoint  slack, ns  depth (start not counted)    end
5_1_grt   o_clk$_SDFFE_PP1P_       0.41                          1  o_clk
4_1_cts   o_clk$_SDFFE_PP1P_       0.45                          1  o_clk
6_report  o_clk$_SDFFE_PP1P_       0.46                          1  o_clk
==> cell families (layout without fill, tap and decap cells) <==
group,Yosys count,count (layout),synth area share [%]
other,1,1,0.931
DFF,10,10,49.7
buffers and inverters,3,6,4.66
xor gates and xnor gates,3,3,6.52
adders and majority gates,2,2,6.21
AOI/OAI and AO/OA,8,8,13.7
and+or+nand+nor,16,16,18.3
==> routing by layer <==
layer  track usage [%]  vias up  wire, um
li1                  -      152         -
met1              2.63      118       286
met2              2.49        4       252
met3              1.59        2        55
met4             0.704        0        17
met5                 0        -         0
==> Yosys cell counts <==
master | n | area (um2)
o21ai_0 | 2 | 10.0
nor2_1 | 6 | 22.5
nand2_1 | 3 | 11.3
dfxtp_1 | 10 | 200
a22o_1 | 1 | 8.76
xnor2_1 | 1 | 8.76
o21a_1 | 1 | 7.51
ha_1 | 2 | 25.0
or2_1 | 1 | 6.26
nor3_1 | 1 | 5.00
a21oi_1 | 2 | 10.0
inv_1 | 2 | 7.51
and2_1 | 1 | 6.26
conb_1 | 1 | 3.75
o311a_1 | 1 | 10.0
buf_6 | 1 | 11.3
or3_1 | 2 | 12.5
o311ai_0 | 1 | 8.76
xor2_1 | 2 | 17.5
nand3_1 | 2 | 10.0
==> through the flow <==
stage	util, %	setup slack (ns)	hold slack, ns	instances	instance area [um2]
2_1_floorplan	-	0.570	0.426	43	403
3_3_place_gp	13.4	0.580	0.471	89	459
3_5_place_dp	13.4	0.538	0.464	89	459
4_1_cts	14.1	0.446	0.475	92	482
5_1_grt	14.1	0.410	0.496	92	482
6_report	14.1	0.461	0.467	92	482
==> flip-flops by register name, summed over array words and instances (netlist names) <==
signal  flops
count       9
o_clk       1
==> layout make-up <==
type,count,area (um2),share of cell area [%]
timing repair buffer,1,10.0,2.08
multi-input combinational,30,184,38.2
tap,46,57.6,11.9
inverter,2,7.51,1.56
sequential,10,200,41.6
clock buffer,3,22.5,4.68
==> power breakdown <==
| part | internal (mW) | switching [mW] |
|---|---|---|
| sequential | 0.218 | 0.00659 |
| clock | 0.0729 | 0.0663 |
| combinational | 0.00947 | 0.00791 |
Power and IR drop assume default switching activity.
