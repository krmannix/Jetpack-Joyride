`/design/flow/run.sh`:
```
#!/bin/bash
# OpenROAD 26Q1-2900-gdf79404cd8, Yosys 0.63+post, stock flow scripts
make -C /OpenROAD-flow-scripts/flow DESIGN_CONFIG=/design/flow/config.mk WORK_HOME=/design/flow/orfs finish
```
`/design/flow/config.mk`:
```
export PLATFORM = sky130hd
export DESIGN_NAME = RealSlowClk
export DESIGN_NICKNAME = RealSlowClk
export VERILOG_FILES = /design/flow/design.v
export SDC_FILE = /design/flow/constraint.sdc
export NUM_CORES = 4
export LEC_CHECK = 1
export CORE_AREA = 10 10 70 70
export DIE_AREA = 0 0 80 80
```
`/design/flow/constraint.sdc`:
```
current_design RealSlowClk

set clk_period 2.5
set clk_io_pct 0.2

create_clock -name clk0 -period $clk_period [get_ports {i_clk}]

set non_clock_inputs [all_inputs -no_clocks]
set_input_delay [expr $clk_period * $clk_io_pct] -clock clk0 $non_clock_inputs
set_output_delay [expr $clk_period * $clk_io_pct] -clock clk0 [all_outputs]
```
`/design/flow/design.v`:
```
module RealSlowClk(i_clk , o_clk) ;
	input i_clk;
	output reg o_clk;
	reg [12:0] count;
	always @ (posedge i_clk) begin
		count <= count + 1 'b1;
		if (count >= 4096)
			o_clk <= 1;
		else
			o_clk <= 0;
	end
endmodule
```
==> notes.md <==
Entry: Yosys synthesis followed by OpenROAD place and route.

Logic synthesis:
- The run gives the area fraction in and, or, nand and nor cells as 19.2%.
- The run puts the compound-gate portion of the synthesized area at 0%.
- The run puts the number of register bits inferred by synthesis at 14.
- The run puts the number of unique standard cell types used by synthesis at 14.
- The run puts the post-synthesis xor/xnor area fraction at 18.7%.
- The run puts the Yosys warning count at 1.
- The portion of synthesized area spent on multiplexers is 0%.
- The run gives the cell total in the yosys stat output as about 48.
- The run puts the average cell area after synthesis at between 10 and 15 sq um.
- After technology mapping, the gate count stands at ~48.
- The run gives the proportion of synthesized chip area in sequential cells as a little over half.
- The run gives the cell area after synthesis as between 500 and 600 sq um.
- The run puts the adder and majority cell fraction of the synthesized area at approximately 4.9%.
- For reference, the top logic cell family by area is simple AND/OR/NAND/NOR gates.
- The area recorded from the Yosys report for this design is 515 sq um.

Global routing:
- The run gives the number of antenna violations at the first check in global routing as 0.
- The total overflow left after global routing is 0.
- On met1, the global router reports a usage of under 10%.
- The run gives the wire length of the first global-routing pass as around 1200 microns.
- The run puts the pin count of the biggest net entering global routing at 8.
- The run puts the number of global-route vias before repair at between 200 and 300.
- The run gives the global-route usage over all layers as under 10%.
- The run gives the global routing's busiest layer as met1.
- The run puts the global-route track usage on met3 at 1.82%.
- The run puts the met2 usage in global routing at ~2.8%.

Clock tree:
- The run puts the post-CTS setup buffer count at 0.
- The run puts the clock latency on the worst-skew pair at about 0.27 ns.
- The tree is rooted in a clkbuf_4.
- The number of clock sinks came to 14.
- The run gives the clock buffer count from CTS as 3.
- CTS built an H-tree with a depth of 1.
- The clock passes through at most 2 buffers.
- The run gives the number of hold buffers added after CTS as 0.
- Looking at the worst setup and hold paths, the clock pins of their registers show a slew of 0.07 ns.
- The run gives the total of cells resized after clock tree synthesis as 0.
- The run gives the clock tree from TritonCTS as yes.

STA:
- The run puts the number of max-slew violations in the final report at 0.
- OpenROAD reports that the post-layout worst path occupies about 61% of the period.
- The routed design could run at a clock period as short as approximately 1.5 ns.
- Per the finish-stage timing summary, setup violations number 0.
- The run gives the accumulated negative setup slack as 0 ns.
- The final hold violation count recorded for this run is 0.
- Timing would allow up to about 0.66 GHz.
- The run puts the final setup skew at between 0.0007 and 0.0008 ns.
- The run puts the actual transition at the worst max-transition pin at between 0.2 and 0.25 ns.
- Setup repair after global routing left no endpoint under its margin.
- The max-slew check reports its worst relative slack as between 80% and 90%.
- The run puts the worst path setup slack after routing at 0.974 ns.

Critical path:
- The run puts the critical path buffer and inverter count at 1.
- In the setup report, the worst path falls into the class reg2out.
- The worst setup path is captured at a primary output.
- Walking the worst path, the cells encountered are clkdlybuf4s50_1.
- For this design, the slowest cell found on the critical path is clkdlybuf4s50_1.
- The run gives the peak per-stage delay on the critical path as 0.45 ns.
- Per STA, the worst path accumulates the most delay in the family buffers and inverters.
- The worst setup path is launched from a flip-flop.
- The run gives the largest fanout of any net on the critical path as 1.
- The run gives the worst path required time as ~2.0 ns.
- The run puts the worst path arrival time at ~1.0 ns.

Detailed routing:
- TritonRoute output was used to compute an average wire per cell of ~6.8 microns.
- The run puts the final wirelength at between 600 and 700 microns.
- The run gives the post-route DRC violation count as 0.
- For this block, the via count after detailed routing is around 320.
- The run gives the antenna diode count as 0.
- The run puts the per-cell via count in the routed design at roughly 3.3.
- The run gives the number of antenna-violating nets in the routed design as 0.
- The run gives the number of detailed-route iterations in the first pass as 4.
- Per the log, the first TritonRoute iteration ended with a DRC count of 9.

Pwr:
- In this run the power spent charging and discharging nets is 0.0000634 W.
- The run gives the power share of the clock group as about a third.
- The run gives the ratio of total power to cell area as 568 nW/um^2.
- The run puts the internal cell power at approximately 0.00028 W.
- The run gives the switching portion of total power as between 15 and 20%.
- The run puts the sequential group share of total power at approximately 65%.
- The run gives the highest ir drop seen on vdd as about 0.00025 V.
- The run gives the combinational share of power as 0%.
- The script extracted a total leakage power of ~0.23 nW.

Die:
- The run puts the site row count at 21.
- The run gives the die height as ~80 microns.
- Per the OpenROAD floorplan log, the width of the die is 80 microns.
- The run puts the count of pins on the block boundary at 2.
- Per the OpenROAD floorplan log, the area of the die is 6400 sq um.
- The run gives the share of the core filled by cells before placement as 15.1%.
- According to the floorplan report, the placeable core area is ~3400 sq um.

Hold path:
- STA reports the tightest min-delay check as being of type reg2reg.

Cells and area:
- The run puts the share of post-route cells with drive strength above 1 at between 7 and 8%.
- The run puts the layout-stage area growth over the synthesis result at 16.7%.
- The run gives the count of filler cells inserted in the layout as ~380.
- The run gives the final design instance area without fill as 602 sq um.

Run:
- The run gives the tally of OpenROAD warnings as 27.
- The run puts the count of maximum capacitance violations at 0.

Placement:
- The run gives the routability congestion estimate as between 0.7 and 0.8.
- The run puts the worst setup slack after placement at 1.22 ns.
- The run gives the total cell area at the placement stage as 579 sq um.
- The buffer_ports step reported a buffer count of 1.
- The run puts the post-DP HPWL at slightly below 500 microns.

Status:
- The run finished with clean final reports.
==> power groups by stage <==
stage | Combinational (W) | Sequential, W | Clock, W
4_1_cts | 0.000000000106 | 0.000223 | 0.000124
5_1_grt | 0.000000000106 | 0.000223 | 0.000136
6_report | 0.000000000106 | 0.000223 | 0.000119
==> path summary, 6_finish.rpt <==
path | start | end | slack (ns) | depth (start not counted)
max | o_clk$_DFF_P_ | o_clk | 0.97 | 1
min | count[12]$_DFF_P_ | o_clk$_DFF_P_ | 0.37 | 0
max reg2reg | count[0]$_DFF_P_ | count[12]$_DFF_P_ | 1.21 | 4
min reg2reg | count[12]$_DFF_P_ | o_clk$_DFF_P_ | 0.37 | 0
==> kinds of logic after synthesis <==
kind of cell | count (synthesis)
adders and majority gates | 2
xor gates and xnor gates | 11
DFF | 14
and+or+nand+nor | 17
buffers and inverters | 4
==> worst register-to-register path: cells and delay by family, from the launching register on <==
| family | cells | cell delay [ns] |
|---|---|---|
| xor+xnor | 1 | 0.16 |
| fa+ha+maj | 1 | 0.23 |
| simple gates | 2 | 0.46 |
| flops | 1 | 0.37 |
==> metal layers <==
metal  vias to the layer above  wire length [microns]  share of wire (%)
met5                         -                      0                  0
met4                         0                      0                  0
met3                         0                     83                 13
met2                        11                    237                 36
met1                       144                    334                 51
li1                        169                      -                  -
==> synthesized netlist by cell type (all sizes together) <==
| cell | n | area share [%] |
|---|---|---|
| dfxtp | 14 | 54 |
| clkbuf | 1 | 0.73 |
| xnor2 | 6 | 10 |
| ha | 2 | 4.9 |
| and3 | 2 | 2.4 |
| nor2 | 2 | 1.5 |
| inv | 3 | 2.2 |
| and4 | 1 | 1.7 |
| xor2 | 5 | 8.5 |
| nand3 | 3 | 2.9 |
| nand2 | 2 | 1.5 |
| nand4 | 5 | 7.3 |
| nor3 | 2 | 1.9 |
==> cell type report <==
class	count	area, sq um	area share, %
Tap cell	46	57.6	9.56
Multi-Input combinational cell	30	220	36.6
Clock buffer	3	22.5	3.74
Inverter	3	11.3	1.87
Sequential cell	14	280	46.6
Timing Repair Buffer	1	10.0	1.66
==> placed cells by master, fill, tap and decap left out <==
master / instances
xnor2_1: 6
nor2_1: 2
inv_1: 3
clkdlybuf4s50_1: 1
and3_1: 2
nand4_1: 4
dfxtp_1: 14
nand3_1: 3
and4_1: 1
xor2_1: 5
ha_1: 2
nand2_1: 2
nor3_1: 2
clkbuf_4: 3
nand4_2: 1
==> per-stage QoR <==
stage | utilization, % | instances | hold WS [ns] | total power [W]
global placement | 17.0 | 94 | 0.357 | 0.000228
CTS | 17.6 | 97 | 0.372 | 0.000347
floorplan | - | 48 | 0.402 | 0.000228
global route | 17.6 | 97 | 0.383 | 0.000359
detailed placement | 17.0 | 94 | 0.361 | 0.000228
finish | 17.6 | 97 | 0.368 | 0.000342
==> flip-flops by register name (all words and copies together), names as in the netlist <==
| signal | count |
|---|---|
| count | 13 |
| o_clk | 1 |
Power figures rest on the tool's default switching activity, not on a simulated workload.
