### /design/flow/config.mk
export PLATFORM = sky130hd
export DESIGN_NAME = vga_display
export DESIGN_NICKNAME = vga_display
export VERILOG_FILES = /design/flow/design.v
export SDC_FILE = /design/flow/constraint.sdc
export NUM_CORES = 4
export LEC_CHECK = 1
export CORE_UTILIZATION = 50
### /design/flow/constraint.sdc
current_design vga_display

set clk_period 4.3
set clk_io_pct 0.2

create_clock -name clk0 -period $clk_period [get_ports {clk}]

set non_clock_inputs [all_inputs -no_clocks]
set_input_delay [expr $clk_period * $clk_io_pct] -clock clk0 $non_clock_inputs
set_output_delay [expr $clk_period * $clk_io_pct] -clock clk0 [all_outputs]
### /design/flow/design.v
module add3(in,out);
input [3:0] in;
output [3:0] out;
reg [3:0] out;
always @ (in)
	case (in)
	4'b0000: out <= 4'b0000;
	4'b0001: out <= 4'b0001;
	4'b0010: out <= 4'b0010;
	4'b0011: out <= 4'b0011;
	4'b0100: out <= 4'b0100;
	4'b0101: out <= 4'b1000;
	4'b0110: out <= 4'b1001;
	4'b0111: out <= 4'b1010;
	4'b1000: out <= 4'b1011;
	4'b1001: out <= 4'b1100;
	default: out <= 4'b0000;
	endcase
endmodule
module binary_to_segment (bin, seven) ;
input [3:0] bin;
output reg [6:0] seven;  
initial  
seven = 0;
always @ (*)
	case (bin)
	0: seven = 7'b1000000; 
	1: seven = 7'b1111001;
	2: seven = 7'b0100100; 
	3: seven = 7'b0110000; 
	4: seven = 7'b0011001; 
	5: seven = 7'b0010010; 
	6: seven = 7'b0000010; 
	7: seven = 7'b1111000; 
	8: seven = 7'b0000000;
	9: seven = 7'b0010000; 
	default: seven = 7 'b0110110; 
endcase
endmodule
module binbcd(A,P);
	input [10:0] A;
	output [13:0] P;
	wire [3:0] ONES, TENS, HUNDREDS;
	wire [1:0] THOUSANDS;
	wire [3:0] c1,c2,c3,c4,c5,c6,c7,c8,c9,c10,c11,c12,c13,c14,c15;
	wire [3:0] d1,d2,d3,d4,d5,d6,d7,d8,d9,d10,d11,d12,d13,d14,d15;
	assign d1 = {1'b0,A[10:8]};
	assign d2 = {c1[2:0],A[7]};
	assign d3 = {c2[2:0],A[6]};
	assign d4 = {c3[2:0],A[5]};
	assign d5 = {c4[2:0],A[4]};
	assign d6 = {c5[2:0],A[3]};
	assign d7 = {c6[2:0],A[2]};
	assign d8 = {c7[2:0],A[1]};
	assign d9 = {1'b0,c1[3],c2[3],c3[3]};
	assign d10 = {c9[2:0],c4[3]};
	assign d11 = {c10[2:0],c5[3]};
	assign d12 = {c11[2:0],c6[3]};
	assign d13 = {c12[2:0],c7[3]};
	assign d14 = {1'b0,c9[3],c10[3],c11[3]};
	assign d15 = {c14[2:0],c12[3]};
	add3 m1(d1,c1);
	add3 m2(d2,c2);
	add3 m3(d3,c3);
	add3 m4(d4,c4);
	add3 m5(d5,c5);
	add3 m6(d6,c6);
	add3 m7(d7,c7);
	add3 m8(d8,c8);
	add3 m9(d9,c9);
	add3 m10(d10,c10);
	add3 m11(d11,c11);
	add3 m12(d12,c12);
	add3 m13(d13,c13);
	add3 m14(d14,c14);
	add3 m15(d15,c15);
	assign ONES = {c8[2:0],A[0]};
	assign TENS = {c13[2:0],c8[3]};
	assign HUNDREDS = {c15[2:0],c13[3]};
	assign THOUSANDS = {1'b0,c15[3]};
	assign P = {THOUSANDS, HUNDREDS, TENS, ONES};
endmodule
module clk_1khz (i_clk , o_clk) ;
	input i_clk;
	output reg o_clk;
	reg [10:0] count;
	initial count = 0;
	always @ (posedge i_clk) begin
		count <= count + 1 'b1;
		if (count >= 1024)
			o_clk <= 1;
		else
			o_clk <= 0;
	end
endmodule
module dirtybit (big_bin,small_bin,clk,AN) ;
	input [13:0] big_bin;
	output reg [3:0] small_bin;
	output reg [3:0] AN; 
	input clk;
	reg [1:0] count;
	initial begin
		small_bin = 0;
		count = 0;
	end
	always @ (posedge clk) begin
		case (count)
			0: begin
				AN = 4 'b1110; 
				small_bin = big_bin[3:0];
			end
			1: begin
				AN = 4 'b1101; 
				small_bin = big_bin[7:4];
			end
			2: begin
				AN = 4 'b1011; 
				small_bin = big_bin[11:8];
			end
			3: begin
				AN = 4 'b0111; 
				small_bin = big_bin[13:12];
			end
			default: begin
				AN = 4 'b1110; 
				small_bin = big_bin[3:0];
			end
		endcase
		count = count + 1;
	end
endmodule
`timescale 1ns / 1ps
module vga_controller_640_60 (rst,pixel_clk,HS,VS,hcounter,vcounter,blank);
	input rst, pixel_clk;	 
	output reg HS, VS, blank;	 
	output reg [10:0] hcounter, vcounter;	 
	parameter HMAX = 800; 	 
	parameter VMAX = 525; 	 
	parameter HLINES = 640;	 
	parameter HFP = 648; 	 
	parameter HSP = 744; 	 
	parameter VLINES = 480;	 
	parameter VFP = 482; 	 
	parameter VSP = 484; 	 
	parameter SPP = 0;		 
	wire video_enable;	 
	always@(posedge pixel_clk)begin
		blank <= ~video_enable; 
	end
	always@(posedge pixel_clk)begin
		if(rst == 1) hcounter <= 0;
		else if (hcounter == HMAX) hcounter <= 0;
		else hcounter <= hcounter + 1'b1;
	end
	always@(posedge pixel_clk)begin
		if(rst == 1) vcounter <=0;
		else if(hcounter == HMAX) begin
			if(vcounter == VMAX) vcounter <= 0;
			else vcounter <= vcounter + 1'b1; 
		end
	end
	always@(posedge pixel_clk)begin
		if(hcounter >= HFP && hcounter < HSP) HS <= SPP;
		else HS <= ~SPP; 
	end
	always@(posedge pixel_clk)begin
		if(vcounter >= VFP && vcounter < VSP) VS <= SPP;
		else VS <= ~SPP; 
	end
	assign video_enable = (hcounter < HLINES && vcounter < VLINES) ? 1'b1 : 1'b0;
endmodule
`timescale 1ns / 1ps
module vga_display(rst, clk, R, G, B, HS, VS, R_control, G_control, B_control, up, down, left, right,AN,num);
	input rst;	 
	input clk;	 
	input up,down,left,right;
	input [2:0] R_control, G_control;
	input [1:0] B_control; 
	output reg [2:0] R, G;
	output reg [1:0] B;
	output HS;
	output VS;
	output [3:0] AN;
	output [6:0] num;
	wire [10:0] hcount, vcount;	 
	wire blank;	 
	wire figure;	 
	wire clk_wire;
	wire [13:0] P;
	wire [3:0] smallbin0;
	parameter N = 2;	 
	reg clk_25Mhz;
	reg [N-1:0] count;
	always @ (posedge clk) begin
		count <= count + 1'b1;
		clk_25Mhz <= count[N-1];
	end
	vga_controller_640_60 vc(
		.rst(rst), 
		.pixel_clk(clk_25Mhz), 
		.HS(HS), 
		.VS(VS), 
		.hcounter(hcount), 
		.vcounter(vcount), 
		.blank(blank));
	parameter S_IDLE = 0;  
	parameter S_UP = 1;  
	parameter S_DOWN = 2;  
	parameter S_LEFT = 4;  
	parameter S_RIGHT = 8;  
	reg [3:0] state , next_state;
	reg [10:0] x, y;  
	reg slow_clk;  
	initial begin  
		x = 700; y=0;
	end
	reg [25:0] slow_count;
	always @ (posedge clk) begin
		slow_count = slow_count + 1 'b1;
		slow_clk = slow_count[23];
	end
	always @ (posedge slow_clk) begin
		state = next_state;
	end
	always @ (posedge slow_clk) begin
		if(rst==1)begin
			x = 0; y = 0;
		end
		x = x -5;
		if(x==0)begin
			x = 700;
		end
	end	
	clk_1khz clock1(clk,clk_wire);
	binbcd binary_bcd_convert(y,P);
	dirtybit mydirtybit(P,smallbin0,clk_wire,AN);
	binary_to_segment converter(smallbin0,num);
	assign figure = ~blank & (hcount >= x & hcount <= 50+x & vcount >= y & vcount <= 75+y);
	always @ (posedge clk) begin
		if (figure) begin	 
			R = R_control;
			G = G_control;
			B = B_control;
		end
		else begin	 
			R = 0;
			G = 0;
			B = 0;
		end
	end
endmodule
### /design/flow/run.sh
#!/bin/bash
# OpenROAD 26Q1-2900-gdf79404cd8, Yosys 0.63+post, stock flow scripts
make -C /OpenROAD-flow-scripts/flow DESIGN_CONFIG=/design/flow/config.mk WORK_HOME=/design/flow/orfs finish
==> flow_metrics.tcl <==
# implementation run metrics
set metrics [dict create \
    gp_congestion 0.813 \
    timing.critical_path.fanout_max 1 \
    met3WireLength_um 194 \
    number_of_unconstrained_endpoints 48 \
    topCombFamilyByArea "simple AND/OR/NAND/NOR gates" \
    timing.critical_path.from_type "flop" \
    die_height_um 94.4 \
    leakagePower_nw 1.99 \
    globalRouteTotalUtil_pct 17.4 \
    mappedNetlistArea_um2 4270 \
    cts.hold.buffers_added 0 \
    cp-end-kind "primary output" \
    worst-endpoint-required_ns 3.44 \
    timing.rr.start "slow_count[2]" \
    ys_ff 89 \
    critical_path.top_delay_family "buffers and inverters" \
    critical_path.slowest_cell "sky130_fd_sc_hd__clkdlybuf4s50_1" \
    layout_top_cells_excl_fill_tap "89 x sky130_fd_sc_hd__dfxtp_1, 42 x sky130_fd_sc_hd__nor2_1, 38 x sky130_fd_sc_hd__xnor2_1" \
    launch_point_of_the_worst_hold_path "clock1.count[10]" \
    yosys-mux-area-fraction_pct 0.352 \
    post_synth_num_cell_types 53 \
    cts-htree-levels 2 \
    yosys.area_share.simple_pct 23.4 \
    hp-class "flop to flop" \
    grt_antenna_before_repair 0 \
    tritoncts "yes" \
    grt_start_max_net_pins 26 \
    worst-endpoint-arrival_ns 1.07 \
    worst_slew_margin_rel_pct 46.3 \
    min_period_ns 1.93 \
    detail-route-antenna-nets 0 \
    async_flop_share_pct 0 \
    synth-cells-yosys 458 \
    layoutNonFillerInstCount 581 \
    total_via_count_after_detailed_routing 2954 \
    yosys-stat-area_um2 4270 \
    met2RoutedLength_um 2990 \
    drcViolationCount 0 \
    drv_slew 0 \
    setup_viol 0 \
    synth-main-ff-cell "sky130_fd_sc_hd__dfxtp_1" \
    synth.cellmix.adderShare_pct 10.3 \
    area_delta_synth_final_pct 8.85 \
    critical_path.cell_chain "clkdlybuf4s50_1" \
    detail_route.wirelength.met1_um 3800 \
    maxCapViolations 0 \
    timing.fmax_mhz 519 \
    grt_setup_unrepaired "false" \
    edff_count_synth 0 \
    setup-tns-final_ns 0 \
    status "finished clean" \
    vias_per_cell 5.08 \
    routed.top_layer "met4" \
    layout.core_utilization_pct 56.3 \
    compound_area_share_pct 5.89 \
    clockRootBuffer "sky130_fd_sc_hd__clkbuf_8" \
    core-area_um2 8260 \
    hold_violations 0 \
    syn_inst 458 \
    worst-path-buf-inv 1 \
    numPlacedInstances 573 \
    aggregate_routed_wire_length_um 7050 \
    post_cts_resized 0 \
    fin_crit_sh_pct 44.8 \
    cts.clk_slew.worst_paths_ns 0.08 \
    critical_path_class "flop to primary output" \
    stage_log_warning_count 38 \
    slowest_delay_ns 0.47 \
    placementRows 33 \
    cts-buffers-inserted 5 \
    layout_cell_share_with_drive_strength_beyond_1_pct 3.15 \
    clock_path_buffers 2 \
    clock_skew_ns 0.00536 \
    pin_count 35 \
    first_global_vias 2674 \
    synth_xor_xnor_area_share_pct 13.1 \
    drt_iter0_drc 71 \
    postSynthSeqShare_pct 41.7 \
    post_synthesis_area_per_instance_um2 9.32 \
    synth_warnings 6 \
    post_cts_setup_inserts 0 \
    n_antenna_cell 0 \
    hold_slack_ns 0.365 \
    die_w_um 94.4 \
    layout_top_cell "sky130_fd_sc_hd__dfxtp_1" \
    clk_latency_ns 0.29 \
    detail_route.wl_per_cell_um 12.1 \
    crit_start "G[1]" \
    die_area_um2 8910 \
    unclocked_pins 42 \
    grt_remaining_overflow 0 \
    power.ir.vdd_worst_uv 290 \
    worst-slew-pin-transition_ns 0.798 \
    dp_hpwl_um 5380 \
    place.port_buffers 23 \
    pwr_density_cell_nw_per_um2 158 \
    wire_length_of_the_first_global_routing_pass_um 12200 \
    drt_pass1_iterations 4 \
    core_util_floorplan_pct 51.7 \
]
## Yosys cell counts (3+ instances only)
master	n	area share, %
sky130_fd_sc_hd__dfxtp_1	89	42
sky130_fd_sc_hd__nand2b_1	5	0.73
sky130_fd_sc_hd__and2_1	7	1.0
sky130_fd_sc_hd__inv_1	30	2.6
sky130_fd_sc_hd__xnor2_1	38	7.8
sky130_fd_sc_hd__nand4_1	11	1.6
sky130_fd_sc_hd__nand2_1	31	2.7
sky130_fd_sc_hd__nor2b_1	3	0.44
sky130_fd_sc_hd__nand3_1	25	2.9
sky130_fd_sc_hd__nor2_1	42	3.7
sky130_fd_sc_hd__a211oi_1	3	0.53
sky130_fd_sc_hd__o31a_1	3	0.62
sky130_fd_sc_hd__nor4_1	7	1.0
sky130_fd_sc_hd__xor2_1	26	5.3
sky130_fd_sc_hd__and3b_1	9	1.8
sky130_fd_sc_hd__nor3_1	11	1.3
sky130_fd_sc_hd__buf_4	7	1.2
sky130_fd_sc_hd__a21oi_1	8	0.94
sky130_fd_sc_hd__clkbuf_1	8	0.70
sky130_fd_sc_hd__and3_1	14	2.1
sky130_fd_sc_hd__o21ai_0	6	0.70
sky130_fd_sc_hd__nor3_2	3	0.70
sky130_fd_sc_hd__ha_1	35	10
## where the power goes
group / switching [W] / leakage, nW / total, W / internal [W]
Sequential: 0.00000000000310 / 0.720 / 0.000435 / 0.000435
Combinational: 0.00000962 / 1.22 / 0.0000207 / 0.0000111
Clock: 0.000130 / 0.0515 / 0.000276 / 0.000147
Total: 0.000139 / 1.99 / 0.000732 / 0.000593
## state kept, by name (all words and copies together), names as in the netlist
name,flops
clock1.count,11
vc.VS,1
R,3
mydirtybit.AN,4
count,2
clk_25Mhz,1
mydirtybit.count,2
clock1.o_clk,1
B,2
vc.blank,1
vc.vcounter,11
x,11
vc.hcounter,11
slow_count,24
G,3
vc.HS,1
## metal layers
metal | global-route usage (%) | up-vias
li1 | - | 1568
met1 | 28.4 | 1340
met2 | 26.9 | 41
met3 | 1.88 | 5
met4 | 1.28 | 0
met5 | 0 | -
## cell families after synthesis
kind of cell / after synthesis
muxes: 1
buffers and inverters: 48
other: 2
and+or+nand+nor: 185
adders and majority gates: 35
DFF: 89
xor gates and xnor gates: 64
AOI/OAI and AO/OA: 34
## area by class of cell
cell class / instances / area (µm²)
sequential: 89 / 1780
inverter: 30 / 113
fill: 748 / 3610
timing repair buffer: 23 / 230
multi-input combinational: 326 / 2290
tap: 105 / 131
clock buffer: 8 / 100
## metrics by stage
| step | cell area (µm²) | setup WS [ns] | total power (W) |
|---|---|---|---|
| floorplan | 4290 | 2.74 | 0.000460 |
| global placement | 4550 | 2.39 | 0.000466 |
| detailed placement | 4550 | 2.37 | 0.000467 |
| CTS | 4650 | 2.34 | 0.000745 |
| global route | 4650 | 2.22 | 0.000764 |
| finish | 4650 | 2.37 | 0.000732 |
## worst paths after layout
path | cells past startpoint | slack, ns | endpoint
setup / recovery | 1 | 2.37 | G[1]
hold / removal | 0 | 0.37 | clock1.o_clk
setup reg to reg | 5 | 2.39 | slow_count[21]
hold reg to reg | 0 | 0.37 | clock1.o_clk
Power and IR drop assume default switching activity.
